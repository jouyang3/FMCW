==> flow/design.v <==
module PLL_ADF4158(
	input clk,
	input reset_n,
	output reg writeData,
	output reg loadEnable,
	output pll_clk
	);
	localparam s0 = 2'b00;
	localparam s1 = 2'b01;
	localparam s2 = 2'b10;
	localparam s3 = 2'b11;
	localparam num_registers_to_set = 8;
	reg [31:0] writeDataArray [num_registers_to_set - 1:0];
	reg [31:0] current_register;
	reg [1:0] nextState, state;
	reg [4:0] bit_counter;
	reg [2:0] register_counter;
	reg dec_register_counter, dec_bit_counter;
	assign pll_clk = clk;
	initial begin
		state = s0;
		bit_counter = 31;
		register_counter = num_registers_to_set - 1;
		dec_register_counter = 0;
		dec_bit_counter = 0;
		loadEnable = 0;
		writeDataArray[0] = 32'b1_0000_000011000110_000000000000_000;        
		writeDataArray[1] = 32'b0000_0000000000000_000000000000_001;         
		writeDataArray[2] = 32'b000_0_1111_0_1_1_0_00001_000000000001_010;   
		writeDataArray[3] = 32'b0000000000000000_1_0_00_01_0_0_0_0_0_0_0_011;  
		writeDataArray[4] = 32'b0_00000_0_11_00_11_000000000001_0000_100;    
		writeDataArray[5] = 32'b00_0_0_00_0_0_0_0000_0010010101110010_101;   
		writeDataArray[6] = 32'b00000000_0_00000011011010110000_110;         
		writeDataArray[7] = 32'b0000_0000_0000_0000_0000_0000_0000_0_111;    
	end
	always @ (negedge clk) begin
		if(!reset_n) begin
			state <= s0;
		end
		else begin
			state <= nextState;
		end
	end
	always @(negedge clk) begin
		if(dec_register_counter == 1) begin
			register_counter <= register_counter - 1;
		end
		if(dec_bit_counter == 1) begin
			bit_counter <= bit_counter - 1;
		end
	end
	always @ * begin
		dec_bit_counter = 0;
		dec_register_counter = 0;
		loadEnable = 0;
		current_register = writeDataArray[register_counter];
		writeData = current_register[bit_counter];
		case(state)
			s0: begin
				dec_bit_counter = 1;
				nextState = s1;
			end
			s1: begin
				if(bit_counter == 0) begin
					nextState = s2;
				end else begin
					nextState = s1;
					dec_bit_counter = 1;
				end
			end
			s2: begin
				loadEnable = 1;
				if(register_counter != 0) begin
					nextState = s0;
					dec_register_counter = 1;
					dec_bit_counter = 1;
				end else begin
					nextState = s3;
				end
			end
			s3: begin
				nextState = s3;
			end
		endcase
	end
endmodule 
==> flow/run.sh <==
#!/bin/bash
# OpenROAD 26Q1-2900-gdf79404cd8, Yosys 0.63+post, stock flow scripts
make -C /OpenROAD-flow-scripts/flow DESIGN_CONFIG=/design/flow/config.mk WORK_HOME=/design/flow/orfs finish
==> flow/config.mk <==
export PLATFORM = sky130hd
export DESIGN_NAME = PLL_ADF4158
export DESIGN_NICKNAME = PLL_ADF4158
export VERILOG_FILES = /design/flow/design.v
export SDC_FILE = /design/flow/constraint.sdc
export NUM_CORES = 4
export LEC_CHECK = 1
export CORE_AREA = 10 10 91 91
export DIE_AREA = 0 0 101 101
==> flow/constraint.sdc <==
current_design PLL_ADF4158

set clk_period 3.9
set clk_io_pct 0.2

create_clock -name clk0 -period $clk_period [get_ports {clk}]

set non_clock_inputs [all_inputs -no_clocks]
set_input_delay [expr $clk_period * $clk_io_pct] -clock clk0 $non_clock_inputs
set_output_delay [expr $clk_period * $clk_io_pct] -clock clk0 [all_outputs]
==> metrics.csv <==
stage,metric,value,unit
global_routing,met3_usage,2.15,%
power_and_ir_drop,p_int,0.480,mW
route,drt_iter0_markers,66,
route,wire_per_inst,9.14,microns
yosys,ys_cells,85,
power_and_ir_drop,p_seq_share,29.0,%
yosys,ys_ff,10,
global_routing,track_usage,3.78,%
global_routing,grt_pass1_wl,3.20,mm
critical_path,required,3.12,ns
layout,design_area,0.00124,sq mm
floorplan,dieArea,0.0102,sq mm
global_routing,grt_use_met1,5.39,%
global_routing,grt_max_degree,9,
timing,final-hold-violation-count,0,
placed_design,place_congestion,0.852,
timing,clock_skew,0.00390,ns
placed_design,dpl_cell_area,0.00110,sq mm
timing,setup_viol,1,
clock_tree,clk_pin_slew,0.03,ns
flow_run,cap_violations,0,
route,drt_pre_antenna_iters,4,
floorplan,die_width,101,microns
route,routed-via-count,729,
status,violations,negative setup slack,
critical_path,slowest_delay,0.40,ns
yosys,syn_area,798,sq um
status,status,"complete, but fails checks",
layout,drive_above_1_share,36.1,%
power_and_ir_drop,leakagePower,0.568,nW
route,routed_via_density,3.66,
yosys,yosys-stat-area,798,sq um
clock_tree,clk_latency,0.41,ns
global_routing,grt-ovfl-total,0,
layout,final_cells,199,
yosys,postSynthSeqShare,35.1,%
timing,rsz0062_at_grt,true,
critical_path,crit_path_top_delay_cell,edfxtp_1,
critical_path,r2r_slack,2.23,ns
power_and_ir_drop,clkPwrFrac,32.5,%
timing,setup_slack,-0.818,ns
yosys,avgSynthCellArea,9.39,sq um
clock_tree,cts_tree,yes,
flow_run,tool_warnings,35,
yosys,ys_warn_count,1,
min_path,hold_path_class,register to register,
placed_design,hpwl,1.41,mm
global_routing,grt_pass1_vias,716,
floorplan,rows,29,
critical_path,critPathKind,register to output port,
critical_path,cp.arrival,3.94,ns
global_routing,grt_most_used_layer,met1,
timing,setup_tns,-0.818,ns
yosys,yosys.area.top_type,edfxtp_1,
floorplan,die_y,101,microns
critical_path,crit_fanout,4,
timing,max_slew_margin,82.8,%
yosys,topCellsByArea,"edfxtp_1, ha_1, dfxtp_1",
critical_path,crit_buf_inv,2,
global_routing,antenna_found_initial,0,
floorplan,fp_util,12.6,%
floorplan,io_pins,5,
critical_path,worstPathCellList,inv_2 > ha_4 > mux2_4 > a21oi_2 > a221o_1 > a32oi_1 > buf_2,
critical_path,critPathTopFamily,AND-OR/OR-AND gates,
power_and_ir_drop,p_sw,0.240,mW
route,ant_nets,0,
placed_design,io_buffers,4,
power_and_ir_drop,peakVddDrop,0.190,mV
timing,timing.hold.ws,0.499,ns
timing,maxSlewViolCount,0,
yosys,ys_types,36,
timing,worst_slew_pin_slew,0.258,ns
floorplan,core,0.00635,sq mm
power_and_ir_drop,p_per_area,582,mW/mm^2
route,n_antenna_cell,0,
route,drt-total-wl,1.82,mm
global_routing,use_met2,4.47,%
power_and_ir_drop,total_power,0.720,mW
power_and_ir_drop,switching_share,33.3,%
power_and_ir_drop,comb_power_share,38.5,%
critical_path,end_kind,output port,
route,drc,0,
yosys,netlist_instances,85,
placed_design,place_inst,182,
critical_path,crit_path_start_kind,register,
yosys,synth_top_area_share,30.1,%
layout,syn2layout_area_growth,55.0,%
[metal layers]
layer | share of wire [%] | up-vias
met1 | 52 | 327
met3 | 8.9 | 5
li1 | - | 374
met5 | 0 | -
met2 | 37 | 23
met4 | 1.8 | 0
[flip-flops by register name, summed over array words and instances (netlist names)]
name / count
bit_counter: 5
register_counter: 3
state: 2
[path summary, 6_finish.rpt]
| check | startpoint | to | cells after the start |
|---|---|---|---|
| worst max-delay path | register_counter[1] | writeData | 7 |
| worst min register to register | state[1] | state[0] | 2 |
| worst max register to register | bit_counter[0] | bit_counter[4] | 6 |
| worst min-delay path | state[1] | state[0] | 2 |
[synthesized netlist by cell type]
library cell	number
buf_6	1
nor2_2	1
inv_1	10
buf_4	2
o32ai_1	1
a221o_1	1
o211a_1	1
mux2_2	1
o21ai_0	1
mux2i_1	4
a211oi_1	1
clkbuf_1	1
and2_1	1
nor2_1	4
buf_2	2
a31oi_1	1
dfxtp_1	2
edfxtp_1	8
or3_1	1
xor2_1	3
a21o_1	2
ha_1	8
nand4_1	1
xnor2_1	2
nor3b_1	1
a21oi_1	5
o211ai_1	1
nand2_1	8
a32oi_1	1
nand4b_1	1
a2bb2oi_1	1
nor3_1	3
and2b_2	1
o221ai_1	1
nand3_1	1
and4_1	1
[tightest hold or removal path: stages (launching register included)]
cell,delay (ns)
dfxtp_2,0.31
nor2_1,0.09
nor3_1,0.04
[kinds of logic (layout without fill, tap and decap cells)]
family	Yosys count	count (layout)	synth area share [%]
flip-flops	10	10	35.1
AND-OR/OR-AND	17	17	15.2
adder cells (fa/ha/maj)	8	8	12.5
buffers and inverters	16	53	9.72
AND/OR/NAND/NOR	24	24	15.5
multiplexers	5	5	6.43
XOR/XNOR	5	5	5.49
[power groups by stage]
stage | sequential, mW | clock (mW) | combinational, mW
CTS | 0.208 | 0.247 | 0.276
global route | 0.217 | 0.264 | 0.315
finish | 0.209 | 0.234 | 0.277
[cell type report]
class                           instances  area, sq um
Clock buffer                            7         92.6
Clock inverter                         10         37.5
Fill cell                             675         5110
Inverter                                9         36.3
Multi-Input combinational cell         59          493
Sequential cell                        10          282
Tap cell                               77         96.3
Timing Repair Buffer                   27          200
[timing repair]
| item | CTS | global route |
|---|---|---|
| gates resized | 7 | 4 |
| buffers inserted | 2 | 0 |
| gates cloned | 0 | 0 |
| endpoints found under the setup margin | 2 | 2 |
| hold buffers | 0 | 0 |
| pin swaps | 5 | 3 |
[cells in the final DEF (no fill, tap or decap), types with 2 or more instances in the layout]
master	Yosys	final
xnor2_1	2	2
inv_1	10	17
a21oi_1	5	4
edfxtp_1	8	8
a21o_1	2	2
nor3_1	3	3
mux2i_1	4	4
ha_1	8	5
buf_4	2	24
nor2_2	1	2
xor2_1	3	3
nand2_1	8	8
nor2_1	4	3
clkdlybuf4s50_1	0	2
ha_4	0	3
clkbuf_8	0	6
[per-stage QoR]
step,utilization (%),worst slack (ns)
after floorplan,-,-0.244
after global placement,17.3,-0.793
after detailed placement,17.3,-0.824
after CTS,19.4,-0.844
after global routing,19.5,-0.937
final,19.5,-0.818
